==> flow/design.v <==
module mux_2_to_1 #(parameter word_size =32)(
    output wire [31:0] mux_out,
    input wire [31:0] BusMuxOut,
    input wire [31:0] Mdatain,
    input wire  Read,
    input wire clk
); 
reg[31:0] temp;
assign mux_out=temp;
always @ (posedge clk)
begin
case(Read)
    0 : temp <= BusMuxOut;
    1 : temp <= Mdatain;
endcase
    end
    endmodule
==> flow/run.sh <==
#!/bin/bash
# OpenROAD 26Q1-2900-gdf79404cd8, Yosys 0.63+post, stock flow scripts
make -C /OpenROAD-flow-scripts/flow DESIGN_CONFIG=/design/flow/config.mk WORK_HOME=/design/flow/orfs finish
==> flow/config.mk <==
export PLATFORM = sky130hd
export DESIGN_NAME = mux_2_to_1
export DESIGN_NICKNAME = mux_2_to_1
export VERILOG_FILES = /design/flow/design.v
export SDC_FILE = /design/flow/constraint.sdc
export NUM_CORES = 4
export LEC_CHECK = 1
export CORE_AREA = 10 10 97 97
export DIE_AREA = 0 0 107 107
==> flow/constraint.sdc <==
current_design mux_2_to_1

set clk_period 1.0
set clk_io_pct 0.2

create_clock -name clk0 -period $clk_period [get_ports {clk}]

set non_clock_inputs [all_inputs -no_clocks]
set_input_delay [expr $clk_period * $clk_io_pct] -clock clk0 $non_clock_inputs
set_output_delay [expr $clk_period * $clk_io_pct] -clock clk0 [all_outputs]
==> results.ini <==
[setup_path]
worst-setup-path-type = flip-flop to output pin
path_cells = clkdlybuf4s15_1
crit_fanout = 1
crit_path_top_delay_cell = dfxtp_2
cp-start-kind = flip-flop
arrival_ns = 0.76
crit_path_max_incr_delay_ns = 0.32
critPathCaptureType = output pin
crit_family = flip-flops
cp.required_ns = 0.80
cp_num_buf_inv = 1

[sta]
worst-slew-pin-transition_ns = 0.1622
rsz0062_at_grt = false
worst_hold_slack_ns = 0.2536
min_period_ns = 0.9603
period_used_pct = 96.03
setup_viol = 0
fmax_ghz = 1.041
relSlewSlack_pct = 89.19
setup_tns_ns = 0
hold_viol_final = 0
slew_violations = 0

[run]
warnings = 25
drv_cap = 0

[layout]
final_cell_mix = clkdlybuf4s50_1 (64), mux2_4 (30), dfxtp_1 (23), clkdlybuf4s15_1 (16), clkbuf_2 (12)
layout-drive-gt1-share_pct = 38.60
postLayoutCellArea_sq_um = 2265
reg_top3 = temp x32
layout_top_cell = clkdlybuf4s50_1
top_register = temp
largest_register_ff_count = 32
syn_to_final_growth_pct = 91.13
n_fill_cell = 759
layout.cells.non_filler = 270

[global_route]
top_usage_layer = met2
use_met1_pct = 6.804
grt_use_total_pct = 5.929
grt_pass1_wl_microns = 5423
antenna_found_initial = 0
overflow = 0
grt_start_max_net_pins = 21
grt_use_met3_pct = 3.639
grt_pass1_vias = 995
use_met2_pct = 9.526

[placed_design]
placed_cells = 262
hpwl_microns = 2980
port_buffers = 97
place_area_sq_um = 2243
place_congestion = 0.7255

[clocking]
cts_made_buffers = 5
cts-root-buf = clkbuf_8
cts_buffer_depth = 2
clkTransAtPathRegs_ns = 0.07
cts_tree = built
cts.sinks = 32
htree_num_levels = 2
cts_hold_buf = 0

[drt]
diodes = 0
firstDrtPassIters = 3
antenna_left = 0
drc = 0
via_per_inst = 3.244
initialDrtViolationCount = 15
wire_per_inst_microns = 13.03
via_count = 876
drt_wl_total_microns = 3519

[pwr]
p_int_w = 0.002411
ir_drop_uv = 481.4
switching_share_pct = 19.80
comb_power_share_pct = 19.3
power_frac_seq_pct = 46.7
p_clk_share_pct = 34.0
switchingPower_w = 0.0005954
leakage_nw = 0.9814
powerDensity_nw_per_um2 = 1328

[outcome]
outcome = completed

[hold_path]
min_to = temp[30]$_DFF_P_
hold_class = input pin to flip-flop
hold_start = Read
min_path_cells = 2

[yosys]
post_synth_num_cell_types = 5
synthesis.area_sq_um = 1185
yosys_warnings = 1
yosys_cells = 68
synth-area-yosys_sq_um = 1185
ys_seq_elements = 32
ys_seq_share_pct = 54.07
syn-mean-instance-area_sq_um = 17.42
netlist_instances = 68

[die]
chip_area_sq_um = 11450
io_pins = 98
fp.dieW_microns = 107
initCoreUtil_pct = 16.25
core_area_sq_um = 7292
die.size.y_microns = 107
num_rows = 31

## cells in the mapped netlist
master | count | area (sq um)
dfxtp_1 | 32 | 640.6
mux2_4 | 30 | 450.4
buf_12 | 3 | 60.06
mux2_2 | 2 | 22.52
buf_6 | 1 | 11.26
## through the flow
stage / util (%) / total power (W) / worst slack [ns]
4_1_cts: 31.85 / 0.003110 / 0.001208
3_5_place_dp: 30.77 / 0.002093 / -0.01279
3_3_place_gp: 30.77 / 0.002092 / -0.01274
2_1_floorplan: - / 0.001621 / 0.1376
6_report: 31.06 / 0.003007 / 0.03965
5_1_grt: 31.06 / 0.003196 / 0.0004317
## cells by family after synthesis
logic type,count (synthesis),synth area share [%]
flip-flops,32,54.07
multiplexers,32,39.92
buffers and inverters,4,6.019
## how the worst max path moves through the flow
stage / startpoint / to / slack (ns) / depth (start not counted)
6_report: temp[0]$_DFF_P_ / mux_out[0] / 0.04 / 1
4_1_cts: temp[18]$_DFF_P_ / mux_out[18] / 0.001 / 1
5_1_grt: temp[9]$_DFF_P_ / mux_out[9] / 0.0004 / 1
## metal layers
| metal | vias to the layer above | routed length (microns) |
|---|---|---|
| met5 | - | 0 |
| met3 | 2 | 480 |
| met4 | 0 | 8 |
| li1 | 438 | - |
| met2 | 59 | 1632 |
| met1 | 377 | 1398 |
## power groups by stage
stage,Combinational [W],Clock (W),Sequential (W)
final,0.000579,0.00102,0.00141
after global routing,0.000623,0.00116,0.00141
after CTS,0.000615,0.00109,0.00140
## layout make-up
class | count | area (sq um) | share of cell area [%]
Clock buffer | 8 | 90.09 | 3.978
Multi-Input combinational cell | 32 | 473.0 | 20.88
Sequential cell | 32 | 651.9 | 28.78
Tap cell | 99 | 123.9 | 5.470
Timing Repair Buffer | 99 | 925.9 | 40.88
## what timing repair did
item | CTS | global route
resized | 71 | 20
buffers inserted | 0 | 0
setup endpoints to repair | 32 | 17
Power figures rest on the tool's default switching activity, not on a simulated workload.
